==> design.v <==
module bcdadder(A, B, S, C);
input [3:0]A;
input [3:0]B;
output [3:0]S;
output [3:0]C;
wire [3:0]X;
wire c1;
adder4b a1(A, B, X, c1);
assign c2 = c1 | (X[3]&X[2]) | (X[3]&X[1]);
adder4b a2(X, {1'b0, c2, c2, 1'b0}, S, c3);
assign C = (c2 == 1) ? 1 : 0;
endmodule
module adder4b(A, B, S, C);
input [3:0]A;
input [3:0]B;
output [3:0]S;
output C;
assign {C, S} = A + B;
endmodule
==> run.sh <==
#!/bin/bash
# OpenROAD 26Q1-2900-gdf79404cd8, Yosys 0.63+post, stock flow scripts
make -C /OpenROAD-flow-scripts/flow DESIGN_CONFIG=/design/flow/config.mk WORK_HOME=/design/flow/orfs finish
==> config.mk <==
export PLATFORM = sky130hd
export DESIGN_NAME = bcdadder
export DESIGN_NICKNAME = bcdadder
export VERILOG_FILES = /design/flow/design.v
export SDC_FILE = /design/flow/constraint.sdc
export NUM_CORES = 4
export LEC_CHECK = 1
export CORE_AREA = 10 10 70 70
export DIE_AREA = 0 0 80 80
==> constraint.sdc <==
current_design bcdadder

set clk_period 4.7
set clk_io_pct 0.2

create_clock -name clk0 -period $clk_period

set non_clock_inputs [all_inputs -no_clocks]
set_input_delay [expr $clk_period * $clk_io_pct] -clock clk0 $non_clock_inputs
set_output_delay [expr $clk_period * $clk_io_pct] -clock clk0 [all_outputs]
==> impl_metrics.csv <==
group,metric,value,unit
status,status,"complete, no violations",
synthesis,ys_cells,23,
routing,diodes,0,
finish,clkbuf_count,0,
routing,drt-total-wl,689,µm
routing,drt_iter0_markers,5,
grt,grt_pass1_wl,1.05,mm
die,die_y,80,µm
synthesis,synth_area_per_cell,9.57,µm²
synthesis,ys_types,13,
final_timing,finalSetupViolCount,0,
grt,grt-ovfl-total,0,
die,die_area,6400,µm²
routing,wire_per_inst,8.11,µm
placed_design,io_buffers,13,
routing,vias,213,
die,fp-row-count,21,
grt,antenna_found_initial,0,
final_timing,fmaxAchievable,0.217,GHz
run,drv_cap,0,
die,die_w,80,µm
setup_path,worstSetupStartpointType,"input pin",
worst_hold_path,hold_class,"input pin to output port",
worst_hold_path,worstHoldStart,"A[0]",
cts,ctsHoldBuffers,0,
die,ios,16,
final_timing,hold_violations,0,
synthesis,yosysWarningCount,2,
grt,grt_usage,0.0197,
routing,first_pass_iters,2,
finish,ff_count,0,
final_timing,fin_crit_sh,0.979,
power_and_ir_drop,ir_worst_vdd,0.0425,mV
finish,post-route-util,0.130,
power_and_ir_drop,finalPower,73.1,µW
setup_path,critPathKind,"input pin to output port",
worst_hold_path,min_delay_worst_endpoint,"S[0]",
routing,ant_nets,0,
final_timing,rsz0062_at_grt,"false",
placed_design,hpwl,610,µm
worst_hold_path,holdPathStages,3,
setup_path,crit_required,3.76,ns
finish,register_area,0,µm²
finish,area_growth,101,%
final_timing,report.final.slew_viol_count,0,
grt,grt_pass1_vias,221,
routing,post_drt_via_cell_ratio,2.51,
synthesis,synthesis.area,220,µm²
setup_path,endpoint_kind,"output port",
synthesis,synthCells,23,
placed_design,dp_slack,-0.275,ns
setup_path,cp.arrival,3.66,ns
run,tool_warnings,32,
grt,grt_max_degree,5,
final_timing,fin_ws,0.101,ns
power_and_ir_drop,p_leak,0.000182,µW
die,initCoreUtil,0.0645,
setup_path,crit_path_start,"B[0]",
power_and_ir_drop,p_per_area,165,nW/µm²
finish,final_layout_size_suffix_gt1_frac,0.282,
synthesis,ys_area,220,µm²
routing,drc,0,
final_timing,min_period,4.60,ns
synthesis,ys_seq_frac,0,
die,coreArea,3420,µm²
setup_path,cp_max_fo,2,
placed_design,place.gp.congestion,0.713,
-- worst max-delay path, cell delays in order --
cell and delay [ns]:
clkdlybuf4s50_1 0.46, ha_2 0.19, fa_2 0.45, buf_4 0.14
buf_4 0.13, nor2_2 0.11, o311ai_2 0.13, ha_2 0.21
fa_1 0.37, xor2_1 0.17, xnor2_1 0.13, clkdlybuf4s15_1 0.21
-- power breakdown --
| group | switching [µW] | internal (µW) | leakage (µW) |
|---|---|---|---|
| clock network | 0 | 0 | 0 |
| logic | 25.3 | 47.8 | 0.000182 |
| registers | 0 | 0 | 0 |
| total | 25.3 | 47.8 | 0.000182 |
-- through the flow --
stage / hold slack (ns) / std cells / area, µm² / TNS, ns
4_1_cts: 2.94 / 85 / 439 / 0
3_5_place_dp: 2.91 / 84 / 415 / -0.321
3_3_place_gp: 2.93 / 84 / 415 / -0.266
5_1_grt: 2.97 / 85 / 443 / 0
6_report: 2.93 / 85 / 443 / 0
2_1_floorplan: 1.95 / 25 / 228 / 0
-- cells by family (layout without fill, tap and decap cells) --
family,after synthesis,in the layout,share of synthesized area
buf+inv,5,19,0.153
simple gates,2,2,0.0341
xor+xnor,3,3,0.119
fa+ha+maj,7,7,0.466
compound gates,5,5,0.210
other cells,1,3,0.0170
-- layout make-up --
type	count	area [µm²]
inverters	1	3.75
multi-input cells	20	211
fillers	400	2970
repair buffers	18	170
well taps	46	57.6
-- synthesized netlist by cell type, drive strengths merged --
library cell | count | area share
a21oi | 1 | 0.023
inv | 1 | 0.017
o41ai | 1 | 0.040
fa | 2 | 0.18
xor2 | 2 | 0.080
a31o | 1 | 0.040
o311ai | 1 | 0.074
conb | 1 | 0.017
nor2 | 2 | 0.034
xnor2 | 1 | 0.040
a21o | 1 | 0.034
ha | 5 | 0.28
buf | 4 | 0.14
-- layout by cell type (no fill, tap or decap) --
cell,netlist,layout
a21o_1,1,1
a21oi_1,1,1
a31o_1,1,1
buf_4,4,5
clkdlybuf4s15_1,0,1
clkdlybuf4s50_1,0,11
conb_1,1,3
dlymetal6s2s_1,0,1
fa_1,2,1
fa_2,0,1
ha_1,5,3
ha_2,0,2
inv_1,1,1
nor2_1,2,1
nor2_2,0,1
o311ai_2,1,1
o41ai_2,0,1
xnor2_1,1,1
xor2_1,2,2
-- what timing repair did --
action | in CTS | in global routing
resized | 6 | 2
endpoints found under the setup margin | 2 | 2
buffers inserted | 1 | 0
pin swaps | 2 | 4
-- layer usage --
layer	part of all wire	global-route usage
met1	0.62	0.0326
met2	0.22	0.0177
met3	0.16	0.0159
met4	0	0
met5	0	0
-- worst max-delay path by stage --
stage,end,cells after the start
CTS,S[2],10
global route,S[3],12
finish,S[3],12
Power is estimated from default activity; no workload was simulated.
